--- /design/flow/design.v ---
`timescale 1ns / 1ps
module button(
  input in,
  input clk,
  input rstn,
  output button_was_pressed
);
  reg [1:0] button_syncroniser;
  always @( posedge clk or negedge rstn ) begin
    if ( !rstn )
      button_syncroniser    <= 0;
    else begin
      button_syncroniser[0] <= ~in;
      button_syncroniser[1] <= button_syncroniser[0]; 
    end
  end
  assign button_was_pressed = ~button_syncroniser[1] & button_syncroniser[0];
endmodule
`timescale 1ns / 1ps
module hex(
  input      [3:0] in,
  output reg [6:0] out
);
  always @(*) begin
    case(in)
      4'h0 : out = 7'b1000000;
      4'h1 : out = 7'b1111001;
      4'h2 : out = 7'b0100100;
      4'h3 : out = 7'b0110000;
      4'h4 : out = 7'b0011001;
      4'h5 : out = 7'b0010010;
      4'h6 : out = 7'b0000010;
      4'h7 : out = 7'b1111000;
      4'h8 : out = 7'b0000000;
      4'h9 : out = 7'b0010000;
      default : out = 7'b000_0000;
    endcase
  end
endmodule
`timescale 1ns / 1ps
module stopwatch(
  input        clk100_i,
  input        rstn_i,
  input        start_stop_i,
  input        set_i,
  input        change_i,
  output [6:0] hex0_o,
  output [6:0] hex1_o,
  output [6:0] hex2_o,
  output [6:0] hex3_o
);
  localparam STATE_DEFAULT = 3'd0;
  localparam STATE_1       = 3'd1;
  localparam STATE_2       = 3'd2;
  localparam STATE_3       = 3'd3;
  localparam STATE_4       = 3'd4;
  localparam PULSE_MAX     = 18'd259999;
  localparam COUNTER_MAX   = 4'd9;
  reg [2:0] state = STATE_DEFAULT;
  reg [2:0] next_state;
  reg       device_running = 1'd0;
  wire      btn_change_was_pressed;
  wire      btn_set_was_pressed;
  wire      btn_start_stop_was_pressed;
button start_stop(
  .in                 ( start_stop_i ),
  .rstn               ( rstn_i ),
  .clk                ( clk100_i ),
  .button_was_pressed ( btn_start_stop_was_pressed )
);
button set(
  .in                 ( set_i ),
  .rstn               ( rstn_i ),
  .clk                ( clk100_i ),
  .button_was_pressed ( btn_set_was_pressed )
); 
button change(
  .in                 ( change_i ),
  .rstn               ( rstn_i ),
  .clk                ( clk100_i ),
  .button_was_pressed ( btn_change_was_pressed )
); 
always @( posedge clk100_i )
begin
  if ( btn_start_stop_was_pressed && state == STATE_DEFAULT ) 
    device_running <= ~device_running;
end
reg [17:0] pulse_counter = 18'd0;
wire       hundredth_of_second_passed = ( pulse_counter == PULSE_MAX );
always @( posedge clk100_i or negedge rstn_i ) begin
  if ( !rstn_i ) pulse_counter <= 0;
  else 
    if ( device_running | hundredth_of_second_passed )
      if ( hundredth_of_second_passed ) pulse_counter <= 0;
      else pulse_counter <= pulse_counter + 1;
end
reg [3:0] hundredths_counter     = 4'd0;
wire      tenth_of_second_passed = ( ( hundredths_counter == COUNTER_MAX ) & hundredth_of_second_passed );
always @( posedge clk100_i or negedge rstn_i ) begin
  if ( !rstn_i ) hundredths_counter <= 0;
  else if ( hundredth_of_second_passed )
         if ( tenth_of_second_passed ) hundredths_counter <= 0;
       else hundredths_counter <= hundredths_counter + 1;
end
reg [3:0] tenths_counter = 0;
wire      second_passed  = ( ( tenths_counter == COUNTER_MAX ) & tenth_of_second_passed );
always @( posedge clk100_i or negedge rstn_i ) begin
  if ( !rstn_i ) tenths_counter <= 0;
  else if ( tenth_of_second_passed )
         if ( second_passed ) tenths_counter <= 0;
       else tenths_counter <= tenths_counter + 1;
end
reg  [3:0] seconds_counter    = 4'd0;
wire       ten_seconds_passed = ( ( seconds_counter == COUNTER_MAX ) & second_passed );
always @( posedge clk100_i or negedge rstn_i ) begin
  if ( !rstn_i ) seconds_counter <= 0;
  else if ( second_passed )
         if ( ten_seconds_passed ) seconds_counter <= 0;
       else seconds_counter <= seconds_counter + 1;
end
reg [3:0] ten_seconds_counter = 4'd0;
always @( posedge clk100_i or negedge rstn_i ) begin
  if ( !rstn_i ) ten_seconds_counter <= 0;
  else if ( ten_seconds_passed )
          if ( ten_seconds_counter == COUNTER_MAX ) ten_seconds_counter <= 0;
       else ten_seconds_counter <= ten_seconds_counter + 1;
end
always @(*) 
   begin
     case ( state )
       STATE_DEFAULT : if ( ( !device_running ) & ( btn_set_was_pressed ) ) begin
                         next_state = STATE_1;
                       end
                       else begin
                         next_state = STATE_DEFAULT;
                       end
       STATE_1 :       if ( btn_set_was_pressed ) begin
                         next_state = STATE_2;
                       end
                       else 
                         if ( btn_change_was_pressed ) begin
                           if ( hundredths_counter == COUNTER_MAX ) begin
                             hundredths_counter = 0;
                           end
                           else begin
                            hundredths_counter  = hundredths_counter + 1;
                            next_state          = STATE_1;
                           end
                         end
                         else begin
                           next_state = STATE_1;
                         end
       STATE_2 :       if ( btn_set_was_pressed ) begin
                         next_state = STATE_3;
                       end
                       else 
                         if ( btn_change_was_pressed ) begin
                           if ( tenths_counter == COUNTER_MAX ) begin
                             tenths_counter = 0;
                           end
                           else begin
                            tenths_counter = tenths_counter + 1;
                            next_state     = STATE_2;
                           end
                         end
                         else begin
                           next_state = STATE_2;
                         end
       STATE_3 :       if ( btn_set_was_pressed ) begin
                         next_state = STATE_4;
                       end
                       else 
                         if ( btn_change_was_pressed ) begin
                           if ( seconds_counter == COUNTER_MAX ) begin
                             seconds_counter      = 0;
                           end
                           else begin
                             seconds_counter      = seconds_counter + 1;
                             next_state           = STATE_3;
                           end
                         end
                         else begin
                           next_state  = STATE_3;
                         end
       STATE_4 :       if ( btn_set_was_pressed ) begin
                         next_state = STATE_DEFAULT;
                       end
                       else 
                         if ( btn_change_was_pressed ) begin
                           if ( ten_seconds_counter == COUNTER_MAX ) begin
                             ten_seconds_counter  = 0;
                           end
                           else begin
                             ten_seconds_counter = seconds_counter + 1;
                             ten_seconds_counter = STATE_4;
                           end
                         end
                         else begin
                           next_state = STATE_4;
                         end 
       default : next_state = STATE_DEFAULT;
     endcase
   end 
always @( posedge clk100_i or negedge rstn_i )
  begin
   if ( !rstn_i )
     state <= STATE_DEFAULT;
   else
     state <= next_state;
end
hex dec0(
  .in  ( hundredths_counter ),
  .out ( hex0_o             ) 
);
hex dec1(
  .in  ( tenths_counter ),
  .out ( hex1_o         ) 
);
hex dec2(
  .in  ( seconds_counter ),
  .out ( hex2_o          ) 
);
hex dec3(
  .in  ( seconds_counter ),
  .out ( hex3_o          ) 
);
endmodule
--- /design/flow/run.sh ---
#!/bin/bash
# OpenROAD 26Q1-2900-gdf79404cd8, Yosys 0.63+post, stock flow scripts
make -C /OpenROAD-flow-scripts/flow DESIGN_CONFIG=/design/flow/config.mk WORK_HOME=/design/flow/orfs finish
--- /design/flow/config.mk ---
export PLATFORM = sky130hd
export DESIGN_NAME = stopwatch
export DESIGN_NICKNAME = stopwatch
export VERILOG_FILES = /design/flow/design.v
export SDC_FILE = /design/flow/constraint.sdc
export NUM_CORES = 4
export LEC_CHECK = 1
export CORE_UTILIZATION = 30
--- /design/flow/constraint.sdc ---
current_design stopwatch

set clk_period 4.0
set clk_io_pct 0.2

create_clock -name clk0 -period $clk_period [get_ports {clk100_i}]

set non_clock_inputs [all_inputs -no_clocks]
set_input_delay [expr $clk_period * $clk_io_pct] -clock clk0 $non_clock_inputs
set_output_delay [expr $clk_period * $clk_io_pct] -clock clk0 [all_outputs]
==> flow_metrics.env <==
# source this file to load flow results
export IMPL_netlist_cell_type_count=43
export IMPL_synth_flop_count=55
export IMPL_synth_chip_area_um2=2740
export IMPL_synth_yosys_warnings=3
export IMPL_run_status="aborted with a tool error"
export IMPL_first_error="ERROR: Found 12 problems in 'check -assert'."
export IMPL_area_leaders="sky130_fd_sc_hd__dfrtp_1, sky130_fd_sc_hd__dlxtn_1, sky130_fd_sc_hd__ha_1, sky130_fd_sc_hd__nor2_1, sky130_fd_sc_hd__mux2_2"
export IMPL_stop_stage="synthesis (1_2_yosys)"
export IMPL_yosys_area_top_type="sky130_fd_sc_hd__dfrtp_1"
export IMPL_synth_yosys_num_cells=287
export IMPL_top_cell_area_share=0.356
==> logic make-up after synthesis <==
kind of cell,count (synthesis),synth area share
compound gates,32,0.0684
flops,40,0.367
xor+xnor,18,0.0575
latches,15,0.0821
fa+ha+maj,13,0.0593
simple gates,114,0.228
buf+inv,36,0.0634
mux,19,0.0752
==> cells in the mapped netlist, drive strengths merged <==
cell type	n
or4	4
and4	2
nor4	2
or3	3
nand2b	5
clkbuf	10
mux2	13
edfxtp	1
nand4	8
or3b	1
a31oi	2
nand2	13
nand3b	3
nor2	44
nor3	2
and3b	3
and3	2
a21oi	14
inv	15
dlxtn	15
nand3	9
a21o	2
nand4b	1
nor3b	6
mux2i	6
o21ai	3
buf	11
nor2b	3
a211oi	2
o31ai	3
and2	1
xnor2	11
xor2	7
dfrtp	39
nor4bb	2
ha	13
o22ai	6
